## design/flow/run.sh

```bash
#!/bin/bash
# OpenROAD 26Q1-2900-gdf79404cd8, Yosys 0.63+post, stock flow scripts
make -C /OpenROAD-flow-scripts/flow DESIGN_CONFIG=/design/flow/config.mk WORK_HOME=/design/flow/orfs finish
```

## design/flow/config.mk

```make
export PLATFORM = sky130hd
export DESIGN_NAME = Dual_RAM_Design
export DESIGN_NICKNAME = Dual_RAM_Design
export VERILOG_FILES = /design/flow/design.v
export SDC_FILE = /design/flow/constraint.sdc
export NUM_CORES = 4
export LEC_CHECK = 1
export CORE_UTILIZATION = 30
```

## design/flow/constraint.sdc

```tcl
current_design Dual_RAM_Design

set clk_period 11.6
set clk_io_pct 0.2

create_clock -name clk0 -period $clk_period [get_ports {clk}]
create_clock -name clk1 -period $clk_period [get_ports {pci_clk}]

set non_clock_inputs [all_inputs -no_clocks]
set_input_delay [expr $clk_period * $clk_io_pct] -clock clk0 $non_clock_inputs
set_output_delay [expr $clk_period * $clk_io_pct] -clock clk0 [all_outputs]
```

## design/flow/design.v

```verilog
`timescale 1ns / 1ps
module Dual_RAM_Design( clk, pci_clk, rnw, be, ra, wa, di, din_valid, do ) ; 
 input clk ;  
 input pci_clk ;  
 input rnw ;  
 input din_valid ;  
 input [7:0] be ;  
 input [2:0] ra, wa ;  
 input [63:0] di ;  
 output [63:0] do ;  
 wire switch_bank;  
 wire [63:0] do1 ;
 wire [63:0] do2 ;
 wire [63:0] do_next ;
 reg [63:0] do; 
 reg rnw_delay ;
 assign switch_bank = ~rnw; 
 RAM ram1(.clk(clk), .pci_clk(pci_clk), .rnw(rnw),.be(be), .ra(ra), .wa(wa), .di(di), .din_valid(din_valid), .do(do1));
 RAM ram2(.clk(clk), .pci_clk(pci_clk), .rnw(switch_bank),.be(be), .ra(ra), .wa(wa), .di(di), .din_valid(din_valid), .do(do2));
 assign do_next = (rnw_delay)? do2 : do1 ;
 always @ (posedge clk)
 begin
 rnw_delay <= rnw ;  
  do <= do_next ;  
 end 
endmodule
`timescale 1ns / 1ps
module RAM(clk, pci_clk, rnw,be, ra, wa, di, din_valid, do    );
 input clk,pci_clk,rnw, din_valid ;
 input [7:0] be ;
 input [2:0] ra,wa;
 input [63:0] di ;
 output reg[63:0] do ;
  reg [63:0]mem[7:0];  
  wire [63:0] mem_data ; 
  wire [63:0] do_next ;
  wire [2:0] addr ;
  wire [63:0] loc0,loc1,loc2,loc3,loc4,loc5,loc6,loc7 ;
  wire be0,be1,be2,be3,be4,be5,be6,be7 ;
  reg [63:0]column ;
  assign addr = (rnw) ? wa : ra ;  
  assign mem_data = mem [addr] ;  
  assign loc0 = mem [0] , loc1 = mem [1], loc2 = mem [2] , loc3 = mem [3] ,
         loc4 = mem [4] , loc5 = mem [5] ,loc6 = mem [6] , loc7 = mem [7] ; 
  always @ (addr or loc0 or loc1 or loc2 or loc3 or loc4 or loc5 or loc6 or loc7)
  begin
     case (addr)  
       3'b000: column = {loc0[63:56], loc1[63:56], loc2[63:56], loc3[63:56], loc4[63:56], loc5[63:56], loc6[63:56], loc7[63:56]} ;
       3'b001: column = {loc0[55:48], loc1[55:48], loc2[55:48], loc3[55:48], loc4[55:48], loc5[55:48], loc6[55:48], loc7[55:48]} ; 
       3'b010: column = {loc0[47:40], loc1[47:40], loc2[47:40], loc3[47:40], loc4[47:40], loc5[47:40], loc6[47:40], loc7[47:40]} ;
       3'b011: column = {loc0[39:32], loc1[39:32], loc2[39:32], loc3[39:32], loc4[39:32], loc5[39:32], loc6[39:32], loc7[39:32]} ;
       3'b100: column = {loc0[31:24], loc1[31:24], loc2[31:24], loc3[31:24], loc4[31:24], loc5[31:24], loc6[31:24], loc7[31:24]} ;
       3'b101: column = {loc0[23:16], loc1[23:16], loc2[23:16], loc3[23:16], loc4[23:16], loc5[23:16], loc6[23:16], loc7[23:16]} ;
       3'b110: column = {loc0[15:8], loc1[15:8], loc2[15:8], loc3[15:8], loc4[15:8],  loc5[15:8], loc6[15:8], loc7[15:8]} ;
       3'b111: column = {loc0[7:0], loc1[7:0], loc2[7:0], loc3[7:0], loc4[7:0], loc5[7:0],  loc6[7:0], loc7[7:0]} ;
       default: column = {loc0[7:0], loc1[7:0], loc2[7:0], loc3[7:0], loc4[7:0], loc5[7:0],loc6[7:0], loc7[7:0]} ;
     endcase
   end 
 assign be7 = (!be[7]) & rnw & din_valid ;
 assign be6 = (!be[6]) & rnw & din_valid ;
 assign be5 = (!be[5]) & rnw & din_valid ;
 assign be4 = (!be[4]) & rnw & din_valid ;
 assign be3 = (!be[3]) & rnw & din_valid ;
 assign be2 = (!be[2]) & rnw & din_valid ;
 assign be1 = (!be[1]) & rnw & din_valid ;
 assign be0 = (!be[0]) & rnw & din_valid ;
 always @ (posedge pci_clk)
 begin
  mem [addr] <= { ( (be7) ? di[63:56] : mem_data[63:56] ),( (be6) ? di[55:48] : mem_data[55:48] ),
                  ( (be5) ? di[47:40] : mem_data[47:40] ), ( (be4) ? di[39:32] : mem_data[39:32] ),
                  ( (be3) ? di[31:24] : mem_data[31:24] ), ( (be2) ? di[23:16] : mem_data[23:16] ),
                  ( (be1) ? di[15:8] : mem_data[15:8] ), ( (be0) ? di[7:0] : mem_data[7:0] ) } ;
 end
 assign do_next = (rnw) ? do : column ;
 always @ (posedge clk)
 do <= do_next ; 
endmodule
```

==> impl_metrics.py <==
# Flow results
metrics = {
    "logic_synthesis": {
        "fa_ha_area_share_pct": 0,
        "async_flop_share_pct": 0,
        "ys_ff": 1217,
        "logic_family": "AND-OR/OR-AND gates",
        "ys_cells": 3058,
        "avgSynthCellArea_sq_um": 15.5,
        "yosys.area.top_type": "edfxtp_1",
        "synth_cells": 3058,
        "synthMuxAreaShare_pct": 3.93,
        "ys_warn_count": 2,
        "syn_area_sq_um": 47400,
        "simple_gate_share_pct": 7.30,
        "ys_types": 66,
        "ys_area_sq_um": 47400,
        "synth.most_common_cell": "edfxtp_1",
        "xor_area_share_pct": 0,
        "yosysSeqAreaShare_pct": 75.7,
        "edf_count": 1152,
        "ys_top_cells_by_count": "1152 x edfxtp_1, 248 x nand2_1, 205 x a21oi_1",
        "ff_type": "edfxtp_1",
        "netlist.area_leader.share_pct": 72.9,
        "top_cells_by_area": "edfxtp_1 73%, mux2_2 3.0%, dfxtp_1 2.7%",
        "synthAoiAreaFrac_pct": 10.2,
    },
    "job": {
        "warnings": 28,
        "max_cap_violations": 0,
    },
    "final_layout": {
        "drive_gt1_share_pct": 16.1,
        "comb_area_sq_um": 10300,
        "fillers": 14500,
        "area_growth_syn_to_layout_pct": 17.0,
        "final_core_util_pct": 35.4,
        "seq_area_sq_um": 35900,
    },
    "clock_network": {
        "postCtsSetupBuffers": 0,
        "cts-resized-gates": 0,
        "numClockSinks": 1217,
        "cts_tree": "yes",
        "cts_hold_buf": 0,
        "clk_pin_slew_worst_paths_ns": 0.08,
    },
    "floorplan": {
        "die-area_sq_um": 160000,
        "rows": 145,
        "core_area_sq_um": 157000,
        "ios": 146,
        "fp_util_pct": 30.3,
        "die_x_microns": 400,
        "die_h_microns": 400,
    },
    "timing": {
        "fin_setup_tns_ns": 0,
        "maxSlewViolCount": 0,
        "hold_ws_ns": 0.467,
        "hold_viol": 0,
        "slew_headroom_pct": 37.8,
        "tightest_slew_ns": 0.929,
        "clock_skew_ns": 0.0233,
        "rsz0062_at_grt": "no",
        "setup_violations": 0,
        "setup_slack_ns": 6.14,
    },
    "route": {
        "first_pass_iters": 10,
        "vias": 29800,
        "ant_nets": 0,
        "viasPerCell": 5.50,
        "drc_errors": 0,
        "drt_wl_total_microns": 174000,
        "routedWlPerCell_microns": 32.1,
        "drt_iter0_drc": 2898,
    },
    "power_and_ir_drop": {
        "p_leak_nw": 17.9,
        "seqPwrFrac_pct": 50.5,
        "clkPwrFrac_pct": 40.7,
        "pwr-share-comb_pct": 8.8,
        "p_per_area_nw_per_um2": 178,
        "p_total_mw": 9.88,
        "p_int_mw": 7.54,
        "p_sw_mw": 2.34,
        "p_sw_share_pct": 23.7,
        "irDropWorstVdd_v": 0.0000984,
    },
    "hold_path": {
        "hold_path_class": "flip-flop to flip-flop",
    },
    "critical_path": {
        "path_max_fanout": 49,
        "critPathCaptureType": "flip-flop",
        "arrival_ns": 5.75,
        "crit_type": "input port to flip-flop",
        "worstPathRequired_ns": 11.90,
        "crit_path_start_kind": "input port",
    },
    "place": {
        "io_buffers": 144,
        "hpwl_microns": 103000,
        "gp_congestion": 0.941,
        "dp_slack_ns": 5.51,
    },
    "grt": {
        "grt_pass1_vias": 30900,
        "grt_overflow": 0,
        "grt_max_degree": 62,
        "antenna_found_initial": 21,
        "grt_pass1_wl_microns": 239000,
        "grt_usage_pct": 23.3,
    },
    "run_status": {
        "status": "finished clean",
    },
}
-- critical path: stages --
cell	delay (ns)
buf_6	0.31
buf_4	0.58
mux2i_4	0.32
buf_4	0.39
buf_4	0.57
nand2b_1	0.40
nor2_1	0.67
-- sequential cells by signal (all words and copies together), names as in the netlist --
signal / flops
do: 64
ram1.do: 64
ram1.mem: 512
ram2.do: 64
ram2.mem: 512
rnw_delay: 1
-- power groups by stage --
stage / registers [mW] / clock network (mW) / logic [mW]
global route: 5.00 / 4.22 / 0.897
CTS: 4.99 / 4.05 / 0.840
finish: 4.99 / 4.02 / 0.866
-- area by class of cell --
| cell class | count | share of cell area [%] |
|---|---|---|
| Clock inverter | 72 | 1.35 |
| Timing Repair Buffer | 278 | 4.40 |
| Multi-Input combinational cell | 1561 | 18.5 |
| Clock buffer | 147 | 5.86 |
| Tap cell | 2058 | 4.64 |
| Inverter | 52 | 0.354 |
| Antenna cell | 43 | 0.194 |
| Sequential cell | 1217 | 64.7 |
-- final timing paths --
path | end | start | cells past startpoint | slack [ns]
setup / recovery | ram1.mem[6][53]$_DFFE_PP_ | rnw | 7 | 6.14
max in group clk0 | ram2.do[46]$_DFFE_PP_ | rnw | 8 | 6.29
hold / removal | do[45]$_DFF_P_ | ram1.do[45]$_DFFE_PN_ | 1 | 0.47
min in group clk1 | ram1.mem[0][10]$_DFFE_PP_ | di[10] | 2 | 2.53
setup reg to reg | ram1.do[38]$_DFFE_PN_ | ram1.mem[3][14]$_DFFE_PP_ | 4 | 9.30
hold reg to reg | do[45]$_DFF_P_ | ram1.do[45]$_DFFE_PN_ | 1 | 0.47
-- per-stage QoR --
| stage | cells | instance area [sq um] |
|---|---|---|
| after CTS | 5385 | 55400 |
| after floorplan | 3058 | 47400 |
| after detailed placement | 5166 | 51400 |
| after global placement | 5166 | 51400 |
| after global routing | 5405 | 55400 |
| final | 5428 | 55500 |
-- cells in the final DEF, fill, tap and decap left out, types with 45 or more instances in the layout --
master           count
edfxtp_1          1152
nand2_1            248
a21oi_1            205
nor2_1             197
clkdlybuf4s50_1    140
buf_4              136
clkbuf_16          127
mux2_2             125
a222oi_1            83
nand2b_1            71
a31oi_1             66
nand3_1             65
dfxtp_1             64
o32a_1              63
inv_1               51
and4_1              48
a31o_2              48
o31ai_1             48
o21ai_0             45
-- metal layers --
metal | track usage [%] | vias to the layer above | part of all wire (%)
met5 | 2.63 | - | 0.21
met2 | 32.7 | 2536 | 44
met1 | 22.5 | 14400 | 29
met3 | 22.8 | 460 | 22
li1 | - | 12400 | -
met4 | 9.72 | 20 | 4.9
-- cells by family after synthesis --
kind of cell           after synthesis
muxes                              165
DFF                               1217
AOI/OAI and AO/OA                  682
and+or+nand+nor                    714
buffers and inverters              280
Power and IR drop assume default switching activity.
